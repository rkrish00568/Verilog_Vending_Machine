File: flow/config.mk
export PLATFORM = sky130hd
export DESIGN_NAME = vending_machine
export DESIGN_NICKNAME = vending_machine
export VERILOG_FILES = /design/flow/design.v
export SDC_FILE = /design/flow/constraint.sdc
export NUM_CORES = 4
export LEC_CHECK = 1
export CORE_AREA = 10 10 97 97
export DIE_AREA = 0 0 107 107
File: flow/constraint.sdc
current_design vending_machine

set clk_period 3.9
set clk_io_pct 0.2

create_clock -name clk0 -period $clk_period [get_ports {clk}]

set non_clock_inputs [all_inputs -no_clocks]
set_input_delay [expr $clk_period * $clk_io_pct] -clock clk0 $non_clock_inputs
set_output_delay [expr $clk_period * $clk_io_pct] -clock clk0 [all_outputs]
File: flow/design.v
module vending_machine (
    input clk,
    input rst,
    input [1:0] in,
    input [1:0] select,
    output reg dispense,
    output reg [1:0] change
);
    parameter IDLE = 2'b00, WAIT = 2'b01, DISPENSE = 2'b10;
    reg [1:0] state, next_state;
    reg [5:0] balance;
    reg [5:0] price;
    always @(*) begin
        case (select)
            2'b01: price = 10;
            2'b10: price = 15;
            2'b11: price = 20;
            default: price = 0;
        endcase
    end
    always @(*) begin
        next_state = state;
        case (state)
            IDLE: if (in != 2'b00) next_state = WAIT;
            WAIT: if (balance >= price && price != 0) next_state = DISPENSE;
            DISPENSE: next_state = IDLE;
        endcase
    end
    always @(posedge clk or posedge rst) begin
        if (rst) begin
            state <= IDLE;
            balance <= 0;
            dispense <= 0;
            change <= 2'b00;
        end else begin
            state <= next_state;
            if (in == 2'b01)
                balance <= balance + 5;
            else if (in == 2'b10)
                balance <= balance + 10;
            if (next_state == DISPENSE) begin
                dispense <= 1;
                if (balance > price) begin
                    case (balance - price)
                        5: change <= 2'b01;
                        10: change <= 2'b10;
                        15: change <= 2'b11;
                        default: change <= 2'b00;
                    endcase
                end else begin
                    change <= 2'b00;
                end
                balance <= 0;
            end else begin
                dispense <= 0;
                change <= 2'b00;
            end
        end
    end
endmodule
File: flow/run.sh
#!/bin/bash
# OpenROAD 26Q1-2900-gdf79404cd8, Yosys 0.63+post, stock flow scripts
make -C /OpenROAD-flow-scripts/flow DESIGN_CONFIG=/design/flow/config.mk WORK_HOME=/design/flow/orfs finish
==> metrics.yaml <==
cts_max_level: 1
portBuffers: 8
die_h_um: 107
gr-usage-met1: 0.0323
core_area_mm2: 0.00729
drive_gt1_frac: 0.0818
ys_warn_count: 1
grt_pass1_wl_mm: 2.87
cap_violations: 0
tritoncts: "done"
ys_types: 30
finalSetupViolCount: 0
hpwl_mm: 1.43
yosysChipArea_um2: 933
grt.overflow.total: 0
synth_flop_count: 12
drtIter0Drc: 12
peakVddDrop_mv: 0.158
syn_area_um2: 933
detail-route-antenna-nets: 0
topCellsByArea: "dfrtp_1 29%, ha_1 17%, xnor2_1 6.6%"
p_leak_nw: 0.527
top_area_frac: 0.295
syn_avg_cell_area_um2: 9.33
grt_start_max_net_pins: 13
utilization: 0.161
cts_sinks: 12
place_congestion: 0.862
num_rows: 31
cp_max_fo: 7
antenna_found_initial: 0
cts_resized: 0
hp-class: "reg2reg"
gr-usage-met3: 0.0121
cts_hold_buf: 0
warnings: 29
grtUsageTotal: 0.0301
vias: 667
relSlewSlack: 0.555
powerDensity_mw_per_mm2: 614
cts_made_buffers: 3
tightest_slew_ns: 0.657
synthCells: 100
hold_viol: 0
grt_pass1_vias: 655
drv_slew: 0
period_minus_slack_ns: 3.08
num_antenna_cells: 0
layout-area-overhead-vs-synth_pct: 26.0
fill_cells: 832
avgRoutedWirePerCell_um: 8.15
cp.arrival_ns: 3.17
status: "completed"
min_period_over_period: 0.790
cp-end-kind: "register"
clock.fmax_ghz: 0.324
dieArea_mm2: 0.0114
worstSetupStartpointType: "primary input"
post_cts_buffers: 0
clock_path_buffers: 2
path_clk_slew_ns: 0.05
setup_tns_ns: 0
clockRootBuffer: "clkbuf_8"
grtUsageMet2: 0.0558
yosysTopAreaCell: "dfrtp_1"
rsz0062_at_grt: "no"
finalClockSkew_ns: 0.00252
drc: 0
final_layout_top_logic_cells: "13 x ha_1, 12 x inv_1, 11 x dfrtp_1"
dieWidth_um: 107
viasPerCell: 3.19
ys_seq_share: 0.323
criticalPathCategory: "in2reg"
mostFrequentLayoutCell: "ha_1"
wl_mm: 1.70
cp.required_ns: 3.99
ff_latch_area_um2: 302
ios: 9
busiest_layer: "met2"
comb_area_um2: 571
firstDrtPassIters: 2
floorplan.core_util: 0.128
yosys_cells: 100
clk_latency_ns: 0.23
==> path summary, 6_finish.rpt <==
path                                 start    endpoint  slack [ns]  cells past startpoint
max in group asynchronous              rst    state[0]        2.70                      2
worst min-delay path              state[1]    state[0]        0.42                      1
worst max register to register  balance[0]   change[1]        1.62                      9
worst max-delay path             select[1]  balance[0]        0.82                      9
worst min register to register    state[1]    state[0]        0.42                      1
min in group asynchronous              rst   change[1]        0.86                      2
==> cells in the mapped netlist <==
library cell	n
o22ai_1	1
mux2i_1	1
nand2_1	9
or2_2	1
dfrtp_1	11
nor2_1	7
xnor2_1	7
nor3b_1	1
inv_1	12
nand2b_1	4
fa_1	1
o211a_1	1
buf_2	1
and3b_1	1
o2111ai_1	1
nor2b_1	2
ha_1	13
o21ai_0	5
nor4_1	2
a21oi_1	6
nor4bb_2	1
xor2_1	1
dfstp_2	1
a21o_1	4
a311oi_2	1
buf_6	1
nand3_2	1
a21boi_0	1
a22oi_1	1
nand4b_1	1
==> state kept, by name, summed over array words and instances (netlist names) <==
register  flops
balance       6
change        2
dispense      1
state         3
==> worst max-delay path, stage by stage <==
cell and delay (ns):
clkdlybuf4s50_1 0.50, inv_1 0.07, ha_1 0.27, inv_1 0.07, ha_1 0.36, nand3_2 0.11
o211a_1 0.27, nor4bb_2 0.61, nor2_1 0.12
==> report_power, final <==
group	leakage (nW)	switching [mW]	internal (mW)
clock	0.0288	0.0399	0.0887
combinational	0.348	0.191	0.193
sequential	0.150	0.0521	0.158
total	0.527	0.283	0.440
==> through the flow <==
stage | hold slack, ns | setup WS [ns] | total power [mW] | instance area, um^2 | instances
after floorplan | 0.405 | 1.41 | 0.526 | 933 | 100
after global placement | 0.409 | 0.598 | 0.603 | 1120 | 205
after detailed placement | 0.422 | 0.579 | 0.599 | 1120 | 205
after CTS | 0.430 | 0.810 | 0.733 | 1180 | 209
after global routing | 0.446 | 0.637 | 0.797 | 1180 | 209
final | 0.425 | 0.817 | 0.723 | 1180 | 209
==> cell type report <==
class | count | area share
flip-flops and latches | 12 | 0.256
repair buffers | 8 | 0.0681
well taps | 99 | 0.105
clock buffers | 4 | 0.0468
inverters | 12 | 0.0383
multi-input cells | 74 | 0.485
==> layer usage <==
| metal | vias to the layer above | share of wire | wire (um) |
|---|---|---|---|
| met5 | - | 0 | 0 |
| met1 | 305 | 0.45 | 766 |
| li1 | 354 | - | - |
| met3 | 2 | 0.049 | 84 |
| met2 | 6 | 0.49 | 835 |
| met4 | 0 | 0.0094 | 16 |
==> kinds of logic (layout without fill, tap and decap cells) <==
| group | after synthesis | count (layout) | synth area share |
|---|---|---|---|
| buf+inv | 14 | 24 | 0.0657 |
| fa+ha+maj | 14 | 14 | 0.196 |
| compound gates | 21 | 21 | 0.150 |
| simple gates | 30 | 30 | 0.180 |
| flops | 12 | 12 | 0.323 |
| xor+xnor | 8 | 8 | 0.0751 |
| mux | 1 | 1 | 0.0107 |
Power and IR drop assume default switching activity.
